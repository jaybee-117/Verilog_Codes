`constraint.sdc`:
```
current_design shift_left_right

set clk_period 3.1
set clk_io_pct 0.2

create_clock -name clk0 -period $clk_period

set non_clock_inputs [all_inputs -no_clocks]
set_input_delay [expr $clk_period * $clk_io_pct] -clock clk0 $non_clock_inputs
set_output_delay [expr $clk_period * $clk_io_pct] -clock clk0 [all_outputs]
```
`config.mk`:
```
export PLATFORM = sky130hd
export DESIGN_NAME = shift_left_right
export DESIGN_NICKNAME = shift_left_right
export VERILOG_FILES = /design/flow/design.v
export SDC_FILE = /design/flow/constraint.sdc
export NUM_CORES = 4
export LEC_CHECK = 1
export CORE_AREA = 10 10 70 70
export DIE_AREA = 0 0 80 80
```
`design.v`:
```
module mux_bank(
    input wire[15:0] Input,
    input wire select,
    output reg[7:0] Output
);
    wire[7:0] output1;
        Mux_21 mux7(.v0(Input[15]),.v1(Input[14]),.x(select),.z(output1[7]));
        Mux_21 mux6(.v0(Input[13]),.v1(Input[12]),.x(select),.z(output1[6]));
        Mux_21 mux5(.v0(Input[11]),.v1(Input[10]),.x(select),.z(output1[5]));
        Mux_21 mux4(.v0(Input[9]),.v1(Input[8]),.x(select),.z(output1[4]));
        Mux_21 mux3(.v0(Input[7]),.v1(Input[6]),.x(select),.z(output1[3]));
        Mux_21 mux2(.v0(Input[5]),.v1(Input[4]),.x(select),.z(output1[2]));
        Mux_21 mux1(.v0(Input[3]),.v1(Input[2]),.x(select),.z(output1[1]));
        Mux_21 mux0(.v0(Input[1]),.v1(Input[0]),.x(select),.z(output1[0]));
    always @(*) Output <= output1;
endmodule
module Mux_21 (
    input wire v0,
    input wire v1,
    input wire x,
    output reg z
);
    always @ (*)begin
       z = (v0&~x)|(v1&x); 
    end
endmodule
module shift_left_right(
    input wire[7:0] Input,
    input wire[2:0] select,
    input wire control,
    output reg[7:0] Output
);
    integer i,j;
    reg [7:0] input0;
    reg [15:0] input1;
    reg [15:0] input2;
    reg [15:0] input3;
    wire[7:0] output1;
    wire[7:0] output2;
    wire[7:0] output3;
    reg[7:0] temp;
    always @(*)begin
        if (control == 1)begin
            for(i=0;i<=7;i=i+1)begin
                input0[i] <= Input[7-i];
            end
        end
        else input0<=Input;
        j = 7;
        for(i=15;i>=0;i = i-2)begin
            if (i > 1)begin
                input1[i] <= input0[j];
                input1[i-1] <= input0[j-1];
                j = j-1;
            end
            else begin
                input1[1] <= input0[0];
                input1[0] <= 1'b0;
            end
        end
        j = 7;
        for(i=15;i>=0;i = i-2)begin
            if (i > 3)begin
                input2[i] <= output1[j];
                input2[i-1] <= output1[j-2];
                j = j-1;
            end
            else begin
                input2[3] <= output1[1];
                input2[2] <= 1'b0;
                input2[1] <= output1[0];
                input2[0] <= 1'b0;
            end
        end
        j = 7;
        for(i=15;i >= 0;i = i-2)begin
            if (i > 7)begin
                input3[i] <= output2[j];
                input3[i-1] <= output2[j-3];
                j = j-1;
            end
            else begin
                input3[7] <= output2[3];
                input3[6] <= 1'b0;
                input3[5] <= output2[2];
                input3[4] <= 1'b0;
                input3[3] <= output2[1];
                input3[2] <= 1'b0;
                input3[1] <= output2[0];
                input3[0] <= 1'b0;
            end
        end
        if (control == 1)begin
            for(i=0;i<=7;i=i+1)begin
                Output[i] <= output3[7-i];
            end
        end
        else Output <= output3;
    end
    mux_bank bank1(.Input(input1),.select(select[0]),.Output(output1));
    mux_bank bank2(.Input(input2),.select(select[1]),.Output(output2));
    mux_bank bank3(.Input(input3),.select(select[2]),.Output(output3));
endmodule
```
`run.sh`:
```
#!/bin/bash
# OpenROAD 26Q1-2900-gdf79404cd8, Yosys 0.63+post, stock flow scripts
make -C /OpenROAD-flow-scripts/flow DESIGN_CONFIG=/design/flow/config.mk WORK_HOME=/design/flow/orfs finish
```
==> summary.txt <==
Implementation results are summarized by area below.

Final timing
Counting endpoints that fail hold in the final report gives 0. Based on the critical path, the design can be clocked at up to ~340 MHz. The final period utilization is 0.958. The number of max-slew violations in the final report is 0. The tightest hold margin is around 2.2 ns.

Setup repair after global routing left no endpoint under its margin. The shortest period the worst path allows is 2.97 ns. Headroom to the max-slew limit came out at 0.810. The final number of setup-violating endpoints is 0. The transition time recorded at the tightest slew-check pin is between 0.2 and 0.3 ns.

Job
The max-capacitance violation count is 0. OpenROAD emitted warnings numbering 32.

Cells and area
The number of flip-flops and latches is 0. The layout has 0 clock buffers. The sequential standard cell area is 0 µm². The finished layout cell area is roughly 860 µm². The final report gives the core utilization as 0.251. The filler cells instantiated in the layout total roughly 400.

Between the synthesized netlist and the finished layout, the area growth was recorded as 73.9%. In the final layout, the share of cells above drive strength 1 is 0.190. The final report lists a non-filler cell total of between 100 and 150.

Detailed routing
The violation tally recorded at the end of detailed-routing iteration 0 is 19. The detailed-router iteration count before antenna repair is 4. The via-per-instance ratio is between 4 and 5. Summed over all layers, the routed wires come to approximately 1.8 mm.

0 antenna diodes ended up in the layout. Dividing the detail-routed wire length by the instance count gives 12.2 µm. The detail route stage leaves a number of antenna-violating nets equal to 0. The routed layout reports a DRC error count of 0. The final route contains about 640 vias.

Floorplanning
The die height is roughly 80 µm. The placeable core region is approximately 3400 µm². The die span in x is 80 µm.

The chip occupies 6400 µm². For reference, the placement row count at floorplan is 21. In this run the count of I/O pins placed on the die edge is 20. The effective utilization at floorplan is 0.144.

Worst hold path
The type of the tightest min-delay check is in2out.

Power
The total power draw is ~0.13 mW. The analysis attributes to cell leakage a power of 0.364 nW. Looking at the VDD voltage map, the peak drop is 0.0409 mV. The total power density per cell area is 149 nW/µm².

Logic synthesis
The average cell area after synthesis is a little under 7 µm². In the post-synthesis netlist, the biggest area contributors are mux2i_1 26%, a21oi_1 9.1%, mux2_2 6.9%. Yosys reports a chip area of roughly 500 µm². Summed over all instances, the cell type with the most area after synthesis is mux2i_1. The number of cells in the yosys synthesis report is 73. The count of distinct cell types in the synthesized netlist is 26. Counting the warning lines in the Yosys log gives 3. In this run the cell area of the synthesized design comes to around 490 µm².

The number of instances in the synthesized netlist is about 73. The share of the Yosys chip area taken by registers is 0. The area fraction of the dominant cell type after synthesis is 0.264.

Setup path
Among the stages of the critical path, the cell type that occurs most often is clkdlybuf4s50_1. On the critical path the data arrives at approximately 2.4 ns. The critical path's slowest stage uses the library cell clkdlybuf4s50_1. In this design, the largest share of critical-path delay is due to buffers and inverters. Per STA, the highest per-stage delay on the worst path measures between 0.5 and 0.6 ns. Looking at the critical path, the highest net fanout was 4. The critical setup path kind is in2out. The cell sequence reported for the critical path is clkdlybuf4s50_1 -> mux2i_1 -> or4b_1 -> o21ai_0 -> clkdlybuf4s50_1. The critical path launch point type is an input port. The required time of the critical path is between 2 and 2.5 ns. The critical path capture point type is an output port. The buffering stage count on the worst path with inverters included is 2.

Global route
Overall routing resource usage recorded by global route was 0.0552. Per the GRT congestion report, total overflow comes to 0. Entering global routing, the biggest net connects 14 pins.

The first global-routing pass estimated 3.02 mm of wire. The number of antenna violations at the first check in global routing came to 0. The via count of the first global-routing pass came to 640.

Placed design
The number of placed cells counting well taps is 145. The half-perimeter wire length after placement is between 1 and 1.5 mm. The port buffer count is 20. The total cell area at the placement stage is 813 µm². The final weighted congestion in routability-driven placement is 0.876.

Run status
The flow ran to the end, and the final reports show no timing, DRC or antenna violations.

CTS
The total of hold buffers inserted after clock tree synthesis is 0.
==> routing by layer <==
layer	vias to the layer above	wire length, µm	part of all wire	GRT usage
met1	290	872	0.49	0.0793
met4	0	0	0	0
met5	-	0	0	0
li1	327	-	-	-
met3	0	90	0.050	0.00909
met2	18	823	0.46	0.0891
==> layout by cell type (no fill, tap or decap), types with 2 or more instances in the layout <==
| cell | count |
|---|---|
| nor2_1 | 8 |
| o21ai_0 | 6 |
| o22ai_1 | 4 |
| a211oi_1 | 2 |
| buf_4 | 10 |
| mux2i_1 | 12 |
| nand3_1 | 3 |
| clkdlybuf4s50_1 | 17 |
| dlygate4sd2_1 | 2 |
| nand2_1 | 4 |
| a21oi_1 | 9 |
| nand2b_1 | 3 |
| inv_1 | 2 |
| mux2_2 | 3 |
==> report_power, final <==
group          internal, mW  switching, mW
clock network             0              0
registers                 0              0
logic                0.0763         0.0515
==> per-stage QoR <==
step	setup slack [ns]	setup TNS (ns)
global route	0.0359	0
detailed placement	-0.0867	-0.390
floorplan	0.967	0
CTS	0.0632	0
finish	0.129	0
global placement	-0.0907	-0.390
==> final cells by class <==
class	instances	area, µm²	share of cell area
inverters	3	11.3	0.0131
well taps	46	57.6	0.0672
multi-input cells	65	460	0.537
repair buffers	32	328	0.382
==> logic make-up after synthesis <==
kind of cell	Yosys count	share of synthesized area
AND/OR/NAND/NOR	21	0.203
XOR/XNOR	1	0.0178
multiplexers	17	0.363
buffers and inverters	8	0.0888
AND-OR/OR-AND	26	0.327
==> synthesized netlist by cell type, types with 2 or more instances <==
master	instances
mux2i_1	13
a21oi_1	9
nor2_1	8
o21ai_0	6
nand2_1	4
o22ai_1	4
mux2_2	3
nand2b_1	3
nand3_1	3
a211oi_1	2
buf_2	2
inv_1	2
==> timing repair <==
action | in CTS | in global routing
setup buffers | 0 | 0
setup endpoints to repair | 7 | 5
pin swaps | 0 | 0
gates cloned | 1 | 0
gates resized | 4 | 1
endpoints found under the hold margin | 0 | 0
==> worst min-delay path, cell delays in order <==
cell	delay, ns
dlymetal6s2s_1	0.17
clkinv_1	0.09
a32oi_1	0.09
o21ai_0	0.16
clkdlybuf4s50_1	0.47
==> path summary, 6_finish.rpt <==
check	start	to	slack, ns	cells after the start
setup / recovery	Input[0]	Output[4]	0.13	5
hold / removal	select[1]	Output[0]	2.22	5
Power and IR drop assume default switching activity.
