**flow/config.mk**
```make
export PLATFORM = sky130hd
export DESIGN_NAME = modulo3_aggregate
export DESIGN_NICKNAME = modulo3_aggregate
export VERILOG_FILES = /design/flow/design.v
export SDC_FILE = /design/flow/constraint.sdc
export NUM_CORES = 4
export LEC_CHECK = 1
export CORE_AREA = 10 10 70 70
export DIE_AREA = 0 0 80 80
```
**flow/constraint.sdc**
```tcl
current_design modulo3_aggregate

set clk_period 3.9
set clk_io_pct 0.2

create_clock -name clk0 -period $clk_period

set non_clock_inputs [all_inputs -no_clocks]
set_input_delay [expr $clk_period * $clk_io_pct] -clock clk0 $non_clock_inputs
set_output_delay [expr $clk_period * $clk_io_pct] -clock clk0 [all_outputs]
```
**flow/design.v**
```verilog
module modulo3_aggregate(
    input wire[7:0] in,
    output reg[7:0] out
);
    reg a,A;
    reg b,B;
    reg inp;
    integer i;
    always @ (in)begin
        a = 0;
        b = 0;
        out = 0;
        for (i = 7;i>=0;i=  i-1)begin
            inp = in[i];
            A = a;
            B = b;
            a = (A&inp)|(B&~inp);
            b = (A&~inp)|(~A&~B&inp);
            out[i]=~a&~b;
        end
    end
endmodule
```
**flow/run.sh**
```bash
#!/bin/bash
# OpenROAD 26Q1-2900-gdf79404cd8, Yosys 0.63+post, stock flow scripts
make -C /OpenROAD-flow-scripts/flow DESIGN_CONFIG=/design/flow/config.mk WORK_HOME=/design/flow/orfs finish
```
==> git commit body <==
Update PnR metrics after Yosys + OpenROAD run

- The mapped netlist covers 415.4 um2.
- Post-DP HPWL: 937.3 um
* Worst Hold Depth: 4
* Number of hold-slack violations in the final timing report: 0
* Setup violators final: 0
* Length of the first detailed-routing pass in iterations: 2
- Met2 Usage GRT: 5.618%
* Final WL: 1103 um
* Filler cell count: 389
- The placement report lists the number of port buffers as 16.
- Dividing the detail-routed wire length by the instance count gives 9.041 um.
* Total core area: 3416 um2
- Most numerous logic cell after layout: sky130_fd_sc_hd__clkdlybuf4s50_1
- Routing resource usage on met1 recorded by global route was 4.230%.
- The run finished with clean final reports.
- After synthesis, the cell types taking the most area are sky130_fd_sc_hd__ha_1 12%, sky130_fd_sc_hd__xnor2_1 11%, sky130_fd_sc_hd__buf_6 5.4%.
- Dividing the final minimum period by the clock period gives 92.94%.
* Worst-case hold path end point: out[7]
- The critical path is of the input pin to primary output type.
- In the final report, the number of pins over their slew limit comes to 0.
- Slew @ Worst Pin: 0.3983 ns
- The netlist uses 28 different library cells.
* YS chip area: 415.4 um2
* Floorplan Utilization: 12.16%
* Start point of the worst min-delay path: in[7]
- Via count normalized by instance count: 3.648
* Worst EP required: 3.12 ns
- The die covers 6400 um2.
* Synthesized netlist cell count: 53
- Wire length of the first global-routing pass: 1863 um
- Post-Synthesis Mean Instance Area: 7.838 um2
- The run reported a max-capacitance violation count of 0.
- Maximum operating frequency: 0.2759 GHz
- Violation count after the first detailed-routing iteration: 37
- Post-synthesis cell type with the largest combined area: sky130_fd_sc_hd__ha_1
- The finished layout reports a core utilization of 20.37%.
- For the worst setup path, the data arrival time is 2.84 ns.
* Std cell rows: 21
* Fraction of layout cells with a size suffix above 1: 23.68%
- Die extent in y: 80 um
- Max fanout on the critical path was recorded as 5.
- # clk buffers: 0
* Final global-route overflow total: 0
- Pin count of the biggest net entering global routing: 10
- Static power due to leakage: 0.2964 nW
* Ports placed on the boundary: 16
- The share of the Yosys chip area taken by registers is 0%.
- The synthesis report lists the Yosys warning total as 1.
- Type of the most critical hold path: input pin to primary output
- Post-route ant nets: 0
* DR DRC count: 0
- Total cells reported by yosys after synthesis: 53
- Met3 track demand over resource in global routing: 1.136%
- RSZ-0062 raised after global routing: false
- Global routing used 3.328% of the available tracks.
- Peak-usage layer in the global routing report: met2
* Vias in the first global route: 431
* Diodes inserted: 0
- Area growth syn-to-layout: 67.47%
- Largest vdd supply drop: 0.04857 mV
- Subtracting the final worst setup slack from the clock period gives 3.625 ns.
- Normalized max-slew margin: 73.39%
- Weighted congestion at the end of routability-driven global placement: 0.7149
- Num sequential: 0
* Crit path launch type: input pin
* Number of buffers inserted for hold repair after clock tree synthesis: 0
- On the final layout, the worst hold slack is 2.396 ns.
* Number of warning messages in the logs: 36
- Ranking logic cells in the layout by count gives the top entries 11 x sky130_fd_sc_hd__clkdlybuf4s50_1, 9 x sky130_fd_sc_hd__buf_4, 5 x sky130_fd_sc_hd__xnor2_1, 5 x sky130_fd_sc_hd__inv_1.
- Initial antenna violation count: 0
* Top area contributor share: 12.05%
* Power density normalized to cell area: 142.8 nW/um2
* Die extent in x: 80 um
* Seq. cell area: 0 um2
- Across all layers, the routed design uses 445 vias.
- Category of the worst setup path capture point: primary output
## power by group
part | total, W | internal (W) | leakage, nW | switching (W)
logic | 0.0000993 | 0.0000611 | 0.296 | 0.0000382
clock network | 0 | 0 | 0 | 0
registers | 0 | 0 | 0 | 0
total | 0.0000993 | 0.0000611 | 0.296 | 0.0000382
## cells in the mapped netlist
cell                       n
sky130_fd_sc_hd__nor2_1    4
sky130_fd_sc_hd__and2b_2   1
sky130_fd_sc_hd__o21ai_0   2
sky130_fd_sc_hd__inv_1     6
sky130_fd_sc_hd__o221ai_2  1
sky130_fd_sc_hd__buf_6     2
sky130_fd_sc_hd__nand3_1   1
sky130_fd_sc_hd__or3b_1    1
sky130_fd_sc_hd__o311a_1   1
sky130_fd_sc_hd__a221oi_1  1
sky130_fd_sc_hd__nor3_1    1
sky130_fd_sc_hd__mux2i_1   2
sky130_fd_sc_hd__mux4_2    1
sky130_fd_sc_hd__a31oi_1   2
sky130_fd_sc_hd__xor2_1    2
sky130_fd_sc_hd__nand2b_1  1
sky130_fd_sc_hd__o32ai_1   1
sky130_fd_sc_hd__a22oi_1   1
sky130_fd_sc_hd__ha_1      4
sky130_fd_sc_hd__nor3b_4   1
sky130_fd_sc_hd__a211oi_1  1
sky130_fd_sc_hd__and2_1    1
sky130_fd_sc_hd__mux2_2    2
sky130_fd_sc_hd__xnor2_1   5
sky130_fd_sc_hd__nand2_1   4
sky130_fd_sc_hd__a21oi_1   1
sky130_fd_sc_hd__buf_4     1
sky130_fd_sc_hd__nor2b_1   2
## how the worst max path moves through the flow
stage | cells past startpoint | from | slack [ns] | endpoint
CTS | 11 | in[6] | -0.004 | out[1]
global route | 8 | in[4] | 0.17 | out[1]
finish | 8 | in[4] | 0.28 | out[1]
## repair_timing
action	4_1_cts	5_1_grt
pin swaps	1	2
endpoints found under the setup margin	4	5
resized	4	4
buffers inserted	2	1
## cell families after synthesis
family | after synthesis | synth area share [%]
compound gates | 11 | 20.48
simple gates | 17 | 24.40
fa+ha+maj | 4 | 12.05
buf+inv | 9 | 12.65
mux | 5 | 15.66
xor+xnor | 7 | 14.76
## worst max-delay path, stage by stage
cell and delay, ns:
sky130_fd_sc_hd__clkdlybuf4s50_1 0.55, sky130_fd_sc_hd__mux4_2 0.60, sky130_fd_sc_hd__buf_6 0.15, sky130_fd_sc_hd__buf_4 0.13, sky130_fd_sc_hd__xnor2_1 0.11, sky130_fd_sc_hd__a22oi_1 0.17
sky130_fd_sc_hd__a31oi_1 0.10, sky130_fd_sc_hd__dlygate4sd2_1 0.25
## final cells by class
type               count  area (um2)  share of cell area (%)
inverters              6       22.52                   3.237
repair buffers        26       240.2                   34.53
multi-input cells     44       375.4                   53.96
well taps             46       57.56                   8.273
## through the flow
step / setup TNS (ns) / instance area [um2] / total power (W) / instances / worst slack [ns]
after CTS: -0.004051 / 670.6 / 0.00009798 / 121 / -0.004051
after global routing: 0 / 695.7 / 0.0001109 / 122 / 0.1697
after detailed placement: -0.5773 / 655.6 / 0.00009689 / 119 / -0.2170
after floorplan: 0 / 415.4 / 0.00005066 / 53 / 0.8540
final: 0 / 695.7 / 0.00009932 / 122 / 0.2755
after global placement: -0.5376 / 655.6 / 0.00009498 / 119 / -0.2282
## per-layer routing
metal	share of wire [%]	wire length, um	vias up
met4	0	0	0
li1	-	-	233
met5	0	0	-
met3	9.5	105	0
met1	49	542	198
met2	41	455	14
Power is estimated from default activity; no workload was simulated.
