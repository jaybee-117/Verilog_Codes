===== flow/run.sh =====
#!/bin/bash
# OpenROAD 26Q1-2900-gdf79404cd8, Yosys 0.63+post, stock flow scripts
make -C /OpenROAD-flow-scripts/flow DESIGN_CONFIG=/design/flow/config.mk WORK_HOME=/design/flow/orfs finish

===== flow/config.mk =====
export PLATFORM = sky130hd
export DESIGN_NAME = modulo3
export DESIGN_NICKNAME = modulo3
export VERILOG_FILES = /design/flow/design.v
export SDC_FILE = /design/flow/constraint.sdc
export NUM_CORES = 4
export LEC_CHECK = 1
export CORE_AREA = 10 10 70 70
export DIE_AREA = 0 0 80 80

===== flow/constraint.sdc =====
current_design modulo3

set clk_period 3.9
set clk_io_pct 0.2

create_clock -name clk0 -period $clk_period

set non_clock_inputs [all_inputs -no_clocks]
set_input_delay [expr $clk_period * $clk_io_pct] -clock clk0 $non_clock_inputs
set_output_delay [expr $clk_period * $clk_io_pct] -clock clk0 [all_outputs]

===== flow/design.v =====
module modulo3(
    input wire[7:0] in,
    input wire clk,
    output reg out
);
    reg a,A;
    reg b,B;
    reg inp;
    integer i;
    always @ (in)begin
        a = 0;
        b = 0;
        out = 0;
        for (i = 7;i>=0;i=  i-1)begin
            inp = in[i];
            A = a;
            B = b;
            a = (A&inp)|(B&~inp);
            b = (A&~inp)|(~A&~B&inp);
        end
        if (a==0 && b==0) out = 1;
        else out = 0;
    end
endmodule

==> qor.yml <==
placed_design:
  place_hpwl_microns: 515
  numPortBuffers: 9
  place_inst: 85
  dpl_cell_area_sq_um: 433
  post-place-ws_ps: -45.6
  globalplace.congestion: 0.737
worst_hold_path:
  min-delay-start: "in[3]"
  hp-class: "primary input to output port"
  holdPathEnd: "out"
  hold_path_depth: 4
timing:
  fin_tns_setup_ps: 0
  slew-limit-headroom_pct: 79.2
  report.final.hold_viol_count: 0
  setup_slack_ps: 180
  worstMarginPinSlew_ps: 306
  max_freq_mhz: 269
  min_period_ps: 3720
  grt_setup_unrepaired: "false"
  finalMaxSlewViolations: 0
  finalSetupViolCount: 0
  period_used_pct: 95.4
die:
  rows: 21
  die-width_microns: 80
  fp_util_pct: 7.69
  die_y_microns: 80
  fp.coreArea_sq_um: 3420
  die_area_sq_um: 6400
  ios: 10
drt:
  vias_per_cell: 2.97
  drtIter0Drc: 1
  vias: 255
  drc_errors: 0
  diodes: 0
  first_pass_iters: 2
  routed_wl_microns: 617
  ant_nets: 0
  routedWlPerCell_microns: 7.17
synth:
  avgSynthCellArea_sq_um: 9.73
  synth_area_sq_um: 263
  common_cells: "4 x ha_1, 4 x mux2i_1"
  aoi_share_pct: 17.6
  ys_warn_count: 1
  synthTopLogicFamily: "simple AND/OR/NAND/NOR gates"
  ys_seq_share_pct: 0
  yosys-stat-cells: 27
  yosys-stat-area_sq_um: 263
  syn_inst: 27
  yosys.area.top_type_share_pct: 19.0
  synthXorXnorAreaFrac_pct: 10.0
  synth_cell_type_count: 16
  simple_gate_share_pct: 30.0
  ys_sh_adder_pct: 19.0
  synthMuxAreaShare_pct: 20.5
  yosysTopAreaCell: "ha_1"
  synthTopCellsByArea: "ha_1 19%, mux2i_1 15%, nand4bb_4 10%"
finish:
  layout-drive-gt1-share_pct: 25.0
  clkbuf_count: 0
  flops: 0
  design_area_sq_um: 452
  syn_to_final_growth_pct: 71.9
  fin_util_pct: 13.2
  regArea_sq_um: 0
  layout.cells.non_filler: 86
critical_path:
  cp-start-kind: "primary input"
  critPathKind: "primary input to output port"
  critPathCaptureType: "output port"
  crit_fanout: 4
  cp.required_ps: 3120
  worstPathArrival_ps: 2940
status:
  status: "complete, no violations"
pwr:
  peakVddDrop_mv: 0.0460
  power_density_nw_per_um2: 109
  p_leak_nw: 0.172
clock_tree:
  cts_hold_buf: 0
global_routing:
  grt_pass1_wl_microns: 1160
  grtUsageTotal_pct: 2.06
  overflow: 0
  antenna_found_initial: 0
  grt_max_degree: 7
  grt_pass1_vias: 250
run:
  warning_count: 36
  maxCapViolations: 0
placed cells by master, fill, tap and decap left out, drive strengths merged:
master         netlist  final
clkdlybuf4s50        0      8
nand2                1      1
o211ai               1      1
o211a                1      1
dlygate4sd2          0      1
buf                  0      4
xor2                 1      1
a211oi               2      2
ha                   4      4
xnor2                2      2
nand3b               2      2
nand4bb              1      1
or4b                 1      1
inv                  2      2
mux2i                5      5
o32ai                1      1
nand3                1      1
or3b                 2      2
how the worst max path moves through the flow:
stage | start | end | slack (ps) | depth (start not counted)
5_1_grt | in[6] | out | 70 | 9
6_report | in[6] | out | 180 | 9
4_1_cts | in[6] | out | 190 | 9
power breakdown:
part,internal (mW),switching [mW],total [mW]
Clock,0,0,0
Sequential,0,0,0
Combinational,0.0293,0.0198,0.0492
worst max-delay path, cell delays in order:
cell and delay, ps:
clkdlybuf4s50_1 510, inv_1 70, ha_1 220, or4b_4 500, o211ai_4 130, xor2_1 110, a211oi_1 250, o32ai_1 120
dlygate4sd2_1 250
per-layer routing:
layer | global-route usage [%] | vias up | wire length (microns)
li1 | - | 134 | -
met1 | 3.17 | 112 | 347
met2 | 2.97 | 9 | 216
met3 | 0.455 | 0 | 53
met4 | 0 | 0 | 0
met5 | 0 | - | 0
final cells by class:
class | count | area (sq um)
fillers | 390 | 2960
multi-input cells | 25 | 268
repair buffers | 13 | 119
well taps | 46 | 57.6
inverters | 2 | 7.51
kinds of logic (layout without fill, tap and decap cells):
logic type / after synthesis / after routing
compound gates: 5 / 5
buf+inv: 2 / 15
fa+ha+maj: 4 / 4
simple gates: 8 / 8
mux: 5 / 5
xor+xnor: 3 / 3
through the flow:
stage	total power, mW	hold slack [ps]
3_5_place_dp	0.0466	2510
4_1_cts	0.0491	2350
6_report	0.0492	2350
3_3_place_gp	0.0449	2510
5_1_grt	0.0543	2390
2_1_floorplan	0.0239	1610
timing repair:
action                     4_1_cts  5_1_grt
setup endpoints to repair        1        0
gates resized                    3        0
setup buffers                    1        0
Power figures rest on the tool's default switching activity, not on a simulated workload.
